==> flow/run.sh <==
#!/bin/bash
# OpenROAD 26Q1-2900-gdf79404cd8, Yosys 0.63+post, stock flow scripts
make -C /OpenROAD-flow-scripts/flow DESIGN_CONFIG=/design/flow/config.mk WORK_HOME=/design/flow/orfs finish
==> flow/config.mk <==
export PLATFORM = sky130hd
export DESIGN_NAME = alu
export DESIGN_NICKNAME = alu
export VERILOG_FILES = /design/flow/design.v
export SDC_FILE = /design/flow/constraint.sdc
export NUM_CORES = 4
export LEC_CHECK = 1
export CORE_UTILIZATION = 30
==> flow/constraint.sdc <==
current_design alu

set clk_period 12.1
set clk_io_pct 0.2

create_clock -name clk0 -period $clk_period

set non_clock_inputs [all_inputs -no_clocks]
set_input_delay [expr $clk_period * $clk_io_pct] -clock clk0 $non_clock_inputs
set_output_delay [expr $clk_period * $clk_io_pct] -clock clk0 [all_outputs]
==> flow/design.v <==
module alu(
    input [31:0]src_a,
    input [31:0]src_b,
    input op,
    output reg [31:0]out
);
always @(*) begin
    case(op)
        1'b0: out = src_a;
        1'b1: out = src_a + src_b;
    endcase
end
endmodule
==> metrics.log <==
[flow] collecting metrics
[metrics] unrepaired setup endpoints after global routing: false
[metrics] DRC: 0
[metrics] DIE WIDTH: 85.7 um
[metrics] clock group share of total power: 0
[metrics] Die Outline Area: 7340 um^2
[metrics] filler instances: 664
[metrics] share of layout cells above drive strength 1: 0.100
[metrics] cell count of the worst hold path: 4
[metrics] Max Cap Violations: 0
[metrics] count of final max-slew check failures: 0
[metrics] Layout clock buffers: 0
[metrics] Max VDD drop: 0.0000204 V
[metrics] most repeated library cell on the critical path: sky130_fd_sc_hd__clkdlybuf4s50_1
[metrics] Cell Pwr Density: 51.1 nW/um^2
[metrics] time the final worst path needs with I/O delays and setup: 8030 ps
[metrics] # IOs: 97
[metrics] Cell Area, Synth: 2100 um^2
[metrics] sequential cells: 0
[metrics] number of port buffers: 97
[metrics] DPL Wire Length: 5.01 mm
[metrics] Layout Area Growth over Synthesis: 49.9%
[metrics] gr usage total: 0.165
[metrics] maximum fanout along the worst path: 3
[metrics] Flop pwr share: 0
[metrics] share of synthesized area occupied by flip-flops and latches: 0
[metrics] setup TNS: 0 ps
[metrics] Congestion Overflow GR: 0
[metrics] wire length of the first global-routing pass: 10.2 mm
[metrics] antenna violations before repair: 0
[metrics] critical path data required time: 9680 ps
[metrics] count of yosys warnings during synthesis: 1
[metrics] element type at the critical path end: primary output
[metrics] CP Data Arrival Time: 5610 ps
[metrics] WL final: 6.02 mm
[metrics] share of total power consumed by net switching: 0.409
[metrics] Floorplan Core Area: 6790 um^2
[metrics] cell total in the yosys stat output: 284
[metrics] count of unique library cells instantiated by Yosys: 57
[metrics] DR pass1 iterations: 4
[metrics] placed standard-cell area: 3150 um^2
[metrics] remaining max-slew budget at the tightest pin: 0.694
[metrics] via count of the first global-routing pass: 2258
[metrics] cells along the critical path: clkdlybuf4s50_1, ha_1, fa_1, a21o_1, a31oi_1, nor4b_2, o211ai_1, a21oi_2, nor2_1, or4_1, nand3_1, clkdlybuf4s50_1
[metrics] number of instances in the synthesized netlist: 284
[metrics] post-route cell area: 3150 um^2
[metrics] post-DR wirelength/cell: 12.9 um
[metrics] count of antenna-violating nets left after detailed routing: 0
[metrics] hold_ws: 5800 ps
[metrics] yosys synthesis chip area: 2100 um^2
[metrics] critical path startpoint category: input pin
[metrics] Post-CTS Hold Buffers: 0
[metrics] status: completed
[metrics] slowest cell on the critical path: sky130_fd_sc_hd__clkdlybuf4s50_1
[metrics] Die Y-Extent: 85.7 um
[metrics] Sequential cell area: 0 um^2
[metrics] post-cts repair resize count: 0
[metrics] Diodes inserted: 0
[metrics] average via count per standard cell: 5.15
[metrics] post-CTS setup-driven buffer insertion count: 0
[metrics] Hold Crit Class: input pin to primary output
[metrics] GP Congestion: 0.943
[metrics] final setup violating endpoints: 0
[metrics] internal power summed over all cells: 95.1 uW
[metrics] worst stage delay on the critical path: 480 ps
[metrics] critical path start-end classification: input pin to primary output
[metrics] via total after detailed routing: 2400
[metrics] relative contribution of combinational cells to total power: 1.000
[metrics] effective utilization at floorplan: 0.309
[metrics] violation count after the first detailed-route iteration: 83
[metrics] hold violation total from the final report: 0
[metrics] total tool warning count: 32
[metrics] switching component of the power: 65.7 uW
[metrics] Post-Synthesis Mean Instance Area: 7.40 um^2
[metrics] Worst Max-Slew Pin Slew: 453 ps
[metrics] leakage power: 1.25 nW
[metrics] maximum number of pins on one net before global-route repair: 36
[metrics] crit share post-route: 0.663
[metrics] Std-Cell Rows: 30
[metrics] highest achievable clock rate: 125 MHz
synthesized netlist by cell type, types with 4 or more instances:
master,number,area share
sky130_fd_sc_hd__mux2_2,25,0.13
sky130_fd_sc_hd__clkbuf_1,7,0.013
sky130_fd_sc_hd__nand2_1,21,0.038
sky130_fd_sc_hd__o31ai_1,5,0.018
sky130_fd_sc_hd__a21oi_1,30,0.071
sky130_fd_sc_hd__xnor2_1,14,0.058
sky130_fd_sc_hd__o211ai_1,8,0.029
sky130_fd_sc_hd__a21o_1,13,0.046
sky130_fd_sc_hd__buf_2,4,0.0095
sky130_fd_sc_hd__xor2_1,10,0.042
sky130_fd_sc_hd__nor2_1,18,0.032
sky130_fd_sc_hd__nand3_1,7,0.017
sky130_fd_sc_hd__o21a_1,7,0.025
sky130_fd_sc_hd__nand4_1,7,0.021
sky130_fd_sc_hd__o21ai_0,12,0.029
sky130_fd_sc_hd__inv_1,8,0.014
sky130_fd_sc_hd__ha_1,31,0.18
layout by cell type (no fill, tap or decap), drive strengths merged, types with 2 or more instances in the layout:
master | synthesis | final
a31o | 2 | 2
nor4b | 2 | 2
ha | 31 | 31
inv | 8 | 8
a221o | 3 | 3
o21ai | 14 | 14
mux2 | 25 | 25
o21bai | 3 | 3
o211ai | 8 | 8
clkdlybuf4s50 | 0 | 97
nor3 | 3 | 3
nor2 | 18 | 18
xor2 | 10 | 10
nand2b | 2 | 2
nor2b | 3 | 3
o2111ai | 2 | 2
a211oi | 3 | 3
a21boi | 2 | 2
nand3 | 8 | 8
xnor2 | 14 | 14
and2 | 3 | 3
a21oi | 32 | 32
nand4 | 7 | 7
o21a | 7 | 7
o31ai | 6 | 6
or2 | 2 | 2
a31oi | 2 | 2
nand2 | 22 | 22
a21o | 13 | 13
kinds of logic (layout without fill, tap and decap cells):
kind of cell,Yosys count,after routing,synth area share
XOR/XNOR,24,24,0.100
AND-OR/OR-AND,105,105,0.339
buffers and inverters,20,106,0.0387
adder cells (fa/ha/maj),32,32,0.194
AND/OR/NAND/NOR,78,78,0.194
multiplexers,25,25,0.134
power by group through the flow:
stage | clock network (mW) | logic, mW | registers (mW)
after CTS | 0 | 0.162 | 0
after global routing | 0 | 0.178 | 0
final | 0 | 0.161 | 0
routing by layer:
metal,wire length [um],vias to the layer above,track usage,share of wire
met5,0,-,0,0
met3,364,0,0.0215,0.060
li1,-,1262,-,-
met2,2510,75,0.263,0.42
met4,0,0,0,0
met1,3150,1063,0.255,0.52
layout make-up:
type               instances  area [um^2]  area share
multi-input cells        264         2020       0.641
well taps                 96          120      0.0382
inverters                  8         30.0     0.00954
repair buffers            98          978       0.311
worst max-delay path, delay by kind of cell:
family,cells,cell delay (ps)
AND/OR/NAND/NOR,4,1100
buffers and inverters,2,940
AND-OR/OR-AND,4,710
adder cells (fa/ha/maj),2,430
per-stage QoR:
step	worst slack [ps]	instances	total power, mW	utilization
finish	4070	466	0.161	0.463
CTS	4060	466	0.162	0.463
global route	3840	466	0.178	0.463
floorplan	5270	284	0.0885	-
detailed placement	4070	466	0.160	0.463
global placement	4080	466	0.161	0.463
worst paths after layout:
kind / startpoint / endpoint
worst max-delay path: src_a[0] / out[26]
worst min-delay path: src_a[2] / out[2]
No activity file was given, so power comes from the tool's default toggle rates.
